## run.sh

```bash
#!/bin/bash
# OpenROAD 26Q1-2900-gdf79404cd8, Yosys 0.63+post, stock flow scripts
make -C /OpenROAD-flow-scripts/flow DESIGN_CONFIG=/design/flow/config.mk WORK_HOME=/design/flow/orfs finish
```

## config.mk

```make
export PLATFORM = sky130hd
export DESIGN_NAME = avs_mm_crc32_wraper
export DESIGN_NICKNAME = avs_mm_crc32_wraper
export VERILOG_FILES = /design/flow/design.v
export SDC_FILE = /design/flow/constraint.sdc
export NUM_CORES = 4
export LEC_CHECK = 1
export CORE_UTILIZATION = 30
```

## constraint.sdc

```tcl
current_design avs_mm_crc32_wraper

set clk_period 3.6
set clk_io_pct 0.2

create_clock -name clk0 -period $clk_period [get_ports {avs_read}]
create_clock -name clk1 -period $clk_period [get_ports {avs_write}]

set non_clock_inputs [all_inputs -no_clocks]
set_input_delay [expr $clk_period * $clk_io_pct] -clock clk0 $non_clock_inputs
set_output_delay [expr $clk_period * $clk_io_pct] -clock clk0 [all_outputs]
```

## design.v

```verilog
module avs_mm_crc32_wraper( 
  	         clk,  
             reset,  
             avs_address,
             avs_read,
             avs_write,
             avs_writedata,
             avs_readdata);
  input      clk;
  input      reset;
  input [7:0]    avs_address;
  input	  avs_read;
  input	  avs_write;
  input  [31:0] avs_writedata;
  output [31:0]  avs_readdata;
  reg [31:0] 	 out_data;
  reg [31:0] 	 crc32_sum;
  reg [7:0]      data;
  wire [31:0]     out;
  reg             rst;
  crc crc32(.crcIn(crc32_sum),.data(data),.crcOut(out));
  always @(posedge avs_read)
  begin
    if (avs_read) 
      case (avs_address )
        8'h00     :   out_data = out;             
        default   :   out_data = 8'hff;
      endcase                     
  end
  always @ (posedge avs_write or posedge reset)
  begin
    if (reset)
      begin
        rst=1;          
      end
    else if ( avs_write ) begin  
      case (avs_address ) 
       8'h00  : begin   
         		  if(rst) begin 
                    	rst=0; 
                        crc32_sum=32'hffffffff;   
                  end else  
                    	crc32_sum=out;
                  data = avs_writedata & 8'hff;      
       			end
        8'h01  : rst=1; 			
      endcase
  	end
  end  
  assign avs_readdata = ~out_data;   
endmodule
module crc (crcIn, data, crcOut);
	input [31:0] crcIn;
	input [7:0] data;
	output [31:0] crcOut;
	assign crcOut[0] = (crcIn[2] ^ crcIn[8] ^ data[2]);
	assign crcOut[1] = (crcIn[0] ^ crcIn[3] ^ crcIn[9] ^ data[0] ^ data[3]);
	assign crcOut[2] = (crcIn[0] ^ crcIn[1] ^ crcIn[4] ^ crcIn[10] ^ data[0] ^ data[1] ^ data[4]);
	assign crcOut[3] = (crcIn[1] ^ crcIn[2] ^ crcIn[5] ^ crcIn[11] ^ data[1] ^ data[2] ^ data[5]);
	assign crcOut[4] = (crcIn[0] ^ crcIn[2] ^ crcIn[3] ^ crcIn[6] ^ crcIn[12] ^ data[0] ^ data[2] ^ data[3] ^ data[6]);
	assign crcOut[5] = (crcIn[1] ^ crcIn[3] ^ crcIn[4] ^ crcIn[7] ^ crcIn[13] ^ data[1] ^ data[3] ^ data[4] ^ data[7]);
	assign crcOut[6] = (crcIn[4] ^ crcIn[5] ^ crcIn[14] ^ data[4] ^ data[5]);
	assign crcOut[7] = (crcIn[0] ^ crcIn[5] ^ crcIn[6] ^ crcIn[15] ^ data[0] ^ data[5] ^ data[6]);
	assign crcOut[8] = (crcIn[1] ^ crcIn[6] ^ crcIn[7] ^ crcIn[16] ^ data[1] ^ data[6] ^ data[7]);
	assign crcOut[9] = (crcIn[7] ^ crcIn[17] ^ data[7]);
	assign crcOut[10] = (crcIn[2] ^ crcIn[18] ^ data[2]);
	assign crcOut[11] = (crcIn[3] ^ crcIn[19] ^ data[3]);
	assign crcOut[12] = (crcIn[0] ^ crcIn[4] ^ crcIn[20] ^ data[0] ^ data[4]);
	assign crcOut[13] = (crcIn[0] ^ crcIn[1] ^ crcIn[5] ^ crcIn[21] ^ data[0] ^ data[1] ^ data[5]);
	assign crcOut[14] = (crcIn[1] ^ crcIn[2] ^ crcIn[6] ^ crcIn[22] ^ data[1] ^ data[2] ^ data[6]);
	assign crcOut[15] = (crcIn[2] ^ crcIn[3] ^ crcIn[7] ^ crcIn[23] ^ data[2] ^ data[3] ^ data[7]);
	assign crcOut[16] = (crcIn[0] ^ crcIn[2] ^ crcIn[3] ^ crcIn[4] ^ crcIn[24] ^ data[0] ^ data[2] ^ data[3] ^ data[4]);
	assign crcOut[17] = (crcIn[0] ^ crcIn[1] ^ crcIn[3] ^ crcIn[4] ^ crcIn[5] ^ crcIn[25] ^ data[0] ^ data[1] ^ data[3] ^ data[4] ^ data[5]);
	assign crcOut[18] = (crcIn[0] ^ crcIn[1] ^ crcIn[2] ^ crcIn[4] ^ crcIn[5] ^ crcIn[6] ^ crcIn[26] ^ data[0] ^ data[1] ^ data[2] ^ data[4] ^ data[5] ^ data[6]);
	assign crcOut[19] = (crcIn[1] ^ crcIn[2] ^ crcIn[3] ^ crcIn[5] ^ crcIn[6] ^ crcIn[7] ^ crcIn[27] ^ data[1] ^ data[2] ^ data[3] ^ data[5] ^ data[6] ^ data[7]);
	assign crcOut[20] = (crcIn[3] ^ crcIn[4] ^ crcIn[6] ^ crcIn[7] ^ crcIn[28] ^ data[3] ^ data[4] ^ data[6] ^ data[7]);
	assign crcOut[21] = (crcIn[2] ^ crcIn[4] ^ crcIn[5] ^ crcIn[7] ^ crcIn[29] ^ data[2] ^ data[4] ^ data[5] ^ data[7]);
	assign crcOut[22] = (crcIn[2] ^ crcIn[3] ^ crcIn[5] ^ crcIn[6] ^ crcIn[30] ^ data[2] ^ data[3] ^ data[5] ^ data[6]);
	assign crcOut[23] = (crcIn[3] ^ crcIn[4] ^ crcIn[6] ^ crcIn[7] ^ crcIn[31] ^ data[3] ^ data[4] ^ data[6] ^ data[7]);
	assign crcOut[24] = (crcIn[0] ^ crcIn[2] ^ crcIn[4] ^ crcIn[5] ^ crcIn[7] ^ data[0] ^ data[2] ^ data[4] ^ data[5] ^ data[7]);
	assign crcOut[25] = (crcIn[0] ^ crcIn[1] ^ crcIn[2] ^ crcIn[3] ^ crcIn[5] ^ crcIn[6] ^ data[0] ^ data[1] ^ data[2] ^ data[3] ^ data[5] ^ data[6]);
	assign crcOut[26] = (crcIn[0] ^ crcIn[1] ^ crcIn[2] ^ crcIn[3] ^ crcIn[4] ^ crcIn[6] ^ crcIn[7] ^ data[0] ^ data[1] ^ data[2] ^ data[3] ^ data[4] ^ data[6] ^ data[7]);
	assign crcOut[27] = (crcIn[1] ^ crcIn[3] ^ crcIn[4] ^ crcIn[5] ^ crcIn[7] ^ data[1] ^ data[3] ^ data[4] ^ data[5] ^ data[7]);
	assign crcOut[28] = (crcIn[0] ^ crcIn[4] ^ crcIn[5] ^ crcIn[6] ^ data[0] ^ data[4] ^ data[5] ^ data[6]);
	assign crcOut[29] = (crcIn[0] ^ crcIn[1] ^ crcIn[5] ^ crcIn[6] ^ crcIn[7] ^ data[0] ^ data[1] ^ data[5] ^ data[6] ^ data[7]);
	assign crcOut[30] = (crcIn[0] ^ crcIn[1] ^ crcIn[6] ^ crcIn[7] ^ data[0] ^ data[1] ^ data[6] ^ data[7]);
	assign crcOut[31] = (crcIn[1] ^ crcIn[7] ^ data[1] ^ data[7]);
endmodule
```

==> run_results.csv <==
group,metric,value,unit
run_status,outcome,"finished clean",
setup_path,r2r_slack,1.50,ns
setup_path,r2r-end,"crc32_sum[26]$_SDFFCE_PP1P_",
power,powerDensity,385,mW/mm^2
synthesis,async_flop_share,0.0137,
min_path,hold_class,"reg -> reg",
placed_design,dp_hpwl,3.97,mm
synthesis,edf_count,40,
synthesis,ys_seq_frac,0.556,
synthesis,synthAoiAreaFrac,0,
placed_design,place_inst,432,
floorplanning,fp.dieW,108,um
route,routed_wirelength,5.86,mm
synthesis,ys.flops,73,
grt,use_met2,0.164,
route,firstDrtPassIters,4,
route,drtIter0Drc,64,
final_timing,finalSetupTns,0,ns
synthesis,ys_sh_adder,0,
synthesis,yosys_area,0.00336,sq mm
grt,grt-ovfl-total,0,
floorplanning,rows,38,
synthesis,syn_area,0.00336,sq mm
power,p_leak,0.00166,uW
power,p_sw,321,uW
floorplanning,core_area,0.0109,sq mm
synthesis,ys_sh_simple,0.104,
layout,areaGrowthSynthToFinish,26.1,%
layout,nFillCells,1021,
final_timing,slew_headroom,0.506,
setup_path,crit_fanout,40,
grt,grt_use_total,0.113,
route,vias,1778,
synthesis,xor_share,0.293,
power,vdd_drop_max,0.184,mV
final_timing,rsz0062_at_grt,"no",
min_path,hold_end,"out_data[1]$_SDFF_PP1_",
route,drcViolationCount,0,
clock_network,clock_sinks,73,
grt,grt_pass1_vias,1795,
synthesis,ys_top_logic_family,"XOR/XNOR gates",
setup_path,end_kind,"flop",
layout,drive_gt1_frac,0.107,
route,avgViaCountPerCell,3.97,
power,internal_power,1310,uW
setup_path,arrival,2.45,ns
clock_network,cts_resized,0,
setup_path,critical_path_class,"in -> reg",
placed_design,gp_congestion,0.763,
clock_network,tritoncts,"built",
setup_path,rr_startpoint,"data[2]$_DFFE_PP_",
power,p_comb_frac,0.036,
layout,logic_area,0.00135,sq mm
layout,final_cell_mix,"clkdlybuf4s50_1, edfxtp_1, inv_1",
power,swShare,0.197,
synthesis,mux_share,0.00335,
final_timing,skew,0.00477,ns
min_path,min-delay-start,"crc32_sum[9]$_SDFFCE_PP1P_",
grt,antenna_found_initial,0,
route,ant_nets,0,
synthesis,ys_warn_count,1,
final_timing,maxSlewViolCount,0,
floorplanning,die_area,0.0116,sq mm
layout,mostFrequentLayoutCell,"clkdlybuf4s50_1",
grt,met3_usage,0.0352,
route,antennaDiodeCount,0,
final_timing,setup_viol,0,
setup_path,worstPathRequired,3.58,ns
layout,regArea,0.00187,sq mm
synthesis,ys.flop_type,"edfxtp_1",
setup_path,start_kind,"primary input",
floorplanning,die_h,108,um
synthesis,synth.distinct_cells,20,
grt,met1_usage,0.174,
floorplanning,fp_util,0.308,
grt,top_usage_layer,"met1",
floorplanning,pin_count,76,
final_timing,worstMarginPinSlew,0.738,ns
route,routedWlPerCell,13.1,um
layout,final-instance-count-excl-fill,448,
synthesis,synth_cells,248,
min_path,min_path_cells,2,
flow_run,warning_count,51,
placed_design,io_buffers,49,
clock_network,clkTransAtPathRegs,0.08,ns
setup_path,reg2regPathDepth,4,
grt,grt_pass1_wl,9.34,mm
power,power_frac_seq,0.550,
clock_network,post-cts-setup-buffer-count,0,
grt,grt_max_degree,41,
final_timing,hold_viol,0,
synthesis,avgSynthCellArea,13.5,sq um
synthesis,ys_cells,248,
power,pwr-share-clk,0.415,
flow_run,maxCapViolCount,0,
clock_network,postCtsHoldBufs,0,
per-stage QoR:
stage / hold WS [ns] / area [sq um] / setup WS (ns) / utilization / total power [uW]
after detailed placement: 0.502 / 4030 / 0.783 / 0.370 / 974
after global routing: 0.558 / 4230 / 1.01 / 0.389 / 1690
after floorplan: 0.473 / 3360 / 0.411 / - / 944
after CTS: 0.532 / 4230 / 1.10 / 0.389 / 1660
after global placement: 0.487 / 4030 / 0.805 / 0.370 / 972
final: 0.528 / 4230 / 1.13 / 0.389 / 1630
cell usage after synthesis (2+ instances only):
master | instances | area share
clkbuf_1 | 6 | 0.0067
dfxtp_1 | 32 | 0.19
edfxtp_1 | 40 | 0.36
inv_1 | 33 | 0.037
nand2_1 | 9 | 0.010
nand2b_1 | 32 | 0.060
nor2_1 | 26 | 0.029
xnor2_1 | 23 | 0.060
xnor2_2 | 7 | 0.034
xnor2_4 | 5 | 0.041
xnor3_1 | 15 | 0.10
xor2_1 | 10 | 0.026
xor2_2 | 2 | 0.0097
xor3_1 | 2 | 0.014
worst max path at each step:
stage,startpoint,to,cells after the start
after CTS,avs_address[6],crc32_sum[16]$_SDFFCE_PP1P_,6
after global routing,avs_address[6],crc32_sum[16]$_SDFFCE_PP1P_,6
final,avs_address[6],crc32_sum[25]$_SDFFCE_PP1P_,6
per-layer routing:
metal	routed length, um	vias to the layer above
met4	118	0
met3	374	10
met5	0	-
met2	2600	56
li1	-	886
met1	2770	826
power by group through the flow:
stage	registers [uW]	clock network [uW]	logic [uW]
after CTS	895	702	59.1
after global routing	897	732	63.5
final	895	676	58.1
cell families after synthesis:
| group | after synthesis |
|---|---|
| and+or+nand+nor | 70 |
| muxes | 1 |
| DFF | 73 |
| buffers and inverters | 39 |
| xor gates and xnor gates | 65 |
registers in the layout, summed over array words and instances, names as in the netlist:
signal and cells:
out_data 32, data 8, crc32_sum 32, rst 1
worst max-delay path, stage by stage:
cell and delay (ns):
clkdlybuf4s50_1 0.39, nor4_1 0.27, nand2_1 0.13, or2_2 0.50, nor2_4 0.18, buf_12 0.24
cell type report:
class                      count  area share
timing repair buffer          50       0.121
clock inverter                 1     0.00709
clock buffer                  15      0.0417
tap                          140      0.0414
multi-input combinational    136       0.319
sequential                    73       0.441
inverter                      33      0.0293
Power figures rest on the tool's default switching activity, not on a simulated workload.
